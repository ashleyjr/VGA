==> ./design.v <==
module Edge(
	input wire			nReset,                                                       
	input wire			Clk,    
   input wire        en,
	input wire 	[7:0]	PixelIn,	
	output reg	[7:0]	PixelOut
);
	parameter WIDTH   = 1000;
   parameter WIDTH2  = WIDTH*2;
   parameter BUFF    = WIDTH*2 + 10;
	reg [5:0] 	pixelDelay	[BUFF:0];
	generate
		genvar j;
		for (j=0; j < BUFF; j = j + 1) begin : delay_pixel
	      always @(posedge Clk) begin
				if(en) pixelDelay[j+1] <= 	pixelDelay[j];
         end
	    end
	endgenerate
   reg [4:0]      horz_bottom;
   reg [5:0]      horz_middle;
   reg [4:0]      horz_top;
   reg [4:0]      vert_left;
   reg [5:0]      vert_middle;
   reg [4:0]      vert_right;
   always @ (posedge Clk) begin
      if(en) begin
         pixelDelay[0] <= PixelIn >> 2; 
         if(pixelDelay[BUFF] > pixelDelay[BUFF-2])                horz_bottom <=    (pixelDelay[BUFF]          -     pixelDelay[BUFF-2])              >> 1; 
         else                                                     horz_bottom <=    (pixelDelay[BUFF-2]        -     pixelDelay[BUFF])                >> 1; 
         if(pixelDelay[BUFF-WIDTH] > pixelDelay[BUFF-WIDTH-2])    horz_middle <=    (pixelDelay[BUFF-WIDTH]    -     pixelDelay[BUFF-WIDTH-2])        >> 0; 
         else                                                     horz_middle <=    (pixelDelay[BUFF-WIDTH-2]  -     pixelDelay[BUFF-WIDTH])          >> 0; 
         if(pixelDelay[BUFF-WIDTH2] > pixelDelay[BUFF-WIDTH2-2])  horz_top <=       (pixelDelay[BUFF-WIDTH]    -     pixelDelay[BUFF-WIDTH-2])        >> 1; 
         else                                                     horz_top <=       (pixelDelay[BUFF-WIDTH2-2] -     pixelDelay[BUFF-WIDTH2])         >> 1; 
         if(pixelDelay[BUFF] > pixelDelay[BUFF-WIDTH2])           vert_right <=     (pixelDelay[BUFF]          -     pixelDelay[BUFF-WIDTH2])         >> 1; 
         else                                                     vert_right <=     (pixelDelay[BUFF-WIDTH2]   -     pixelDelay[BUFF])                >> 1;
         if(pixelDelay[BUFF-1] > pixelDelay[BUFF-WIDTH2-1])       vert_middle <=    (pixelDelay[BUFF-1]        -     pixelDelay[BUFF-WIDTH2-1])       >> 0;
         else                                                     vert_middle <=    (pixelDelay[BUFF-WIDTH2-1] -     pixelDelay[BUFF-1])              >> 0;    
         if(pixelDelay[BUFF-2] > pixelDelay[BUFF-WIDTH2-2])       vert_left <=      (pixelDelay[BUFF-2]        -     pixelDelay[BUFF-WIDTH2-2])       >> 1; 
         else                                                     vert_left <=      (pixelDelay[BUFF-WIDTH2-2] -     pixelDelay[BUFF-2])              >> 1; 
         PixelOut <= horz_bottom + horz_middle + horz_top + vert_left + vert_middle + vert_right;      
      end
   end
endmodule
module mojo_top(
   input          clk,               
   input          rst_n,             
   input          cclk,              
   output   [7:0] led,               
   output         spi_miso,          
   input          spi_ss,
   input          spi_mosi,
   input          spi_sck, 
   output   [3:0] spi_channel,       
   input          avr_tx,            
   output         avr_rx,            
   input          avr_rx_busy,       
   input          uart_rx,        
   output         uart_tx,
   input          mosi,           
   output         miso,
   input          sclk,
   input          cs
);
   assign spi_miso = 1'bz;
   assign avr_rx = 1'bz;
   assign spi_channel = 4'bzzzz;
   reg   [20:0]   delay;
   reg   [100:0]    count;
   reg            send;
   reg            clk_25;
   reg    [7:0]   data;
   always@(posedge clk or negedge rst_n) begin
      if(!rst_n) begin
         clk_25 <= 0;
      end else begin
         clk_25 <= ~clk_25;
      end
   end
   reg   transmit;
   reg   incoming;
   wire  recieved;
   wire  busy_tx;
   always@(posedge clk or negedge rst_n) begin
      if(!rst_n) begin
         transmit <= 0;
      end else begin
         if(recieved == 0) begin
            incoming <= 1;
         end
         if(incoming && recieved) begin
            transmit <= 1;
            incoming <= 0;
         end else begin
            transmit <= 0;
         end
      end
   end
   wire  [7:0] in;
   wire  [7:0] out;
   reg [7:0] led;
   wire done;
   uart uart(
      .clk        (clk     ),
      .rst_n      (rst_n   ),
      .transmit   (done    ),
      .data_tx    (led     ),
      .rx         (uart_rx ),
      .busy_tx    (busy_tx ),
      .recieved   (recieved),
      .data_rx    (in     ),
      .tx         (uart_tx )
   );
    wire [7:0] din;
   wire [7:0] dout;
   spi spi(
      .clk  (clk     ),
      .rst  (rst_n   ),
      .ss   (cs      ),
      .mosi (mosi    ),
      .miso (miso    ),
      .sck  (sclk    ),
      .done (done    ),
      .din  (din     ),
      .dout (dout    )
   );
   Edge Edge(
      .nReset     (rst_n   ),
      .Clk        (clk     ),
      .en         (done    ),
      .PixelIn    (dout     ),
      .PixelOut   (din    )
   );
endmodule
module spi(
    input clk,
    input rst,
    input ss,
    input mosi,
    output miso,
    input sck,
    output done,
    input [7:0] din,
    output [7:0] dout
    );
reg mosi_d, mosi_q;
reg ss_d, ss_q;
reg sck_d, sck_q;
reg sck_old_d, sck_old_q;
reg [7:0] data_d, data_q;
reg done_d, done_q;
reg [2:0] bit_ct_d, bit_ct_q;
reg [7:0] dout_d, dout_q;
reg miso_d, miso_q;
assign miso = miso_q;
assign done = done_q;
assign dout = dout_q;
always @(*) begin
    ss_d = ss;
    mosi_d = mosi;
    miso_d = miso_q;
    sck_d = sck;
    sck_old_d = sck_q;
    data_d = data_q;
    done_d = 1'b0;
    bit_ct_d = bit_ct_q;
    dout_d = dout_q;
    if (ss_q) begin
        bit_ct_d = 3'b0;
        data_d = din;
        miso_d = data_q[7];
    end else begin
        if (!sck_old_q && sck_q) begin  
            data_d = {data_q[6:0], mosi_q};
            bit_ct_d = bit_ct_q + 1'b1;
            if (bit_ct_q == 3'b111) begin
                dout_d = {data_q[6:0], mosi_q};
                done_d = 1'b1;
                data_d = din;
            end
        end else if (sck_old_q && !sck_q) begin  
            miso_d = data_q[7];
        end
    end
end
always @(posedge clk) begin
    if (!rst) begin
        done_q <= 1'b0;
        bit_ct_q <= 3'b0;
        dout_q <= 8'b0;
        miso_q <= 1'b1;
    end else begin
        done_q <= done_d;
        bit_ct_q <= bit_ct_d;
        dout_q <= dout_d;
        miso_q <= miso_d;
    end
    sck_q <= sck_d;
    mosi_q <= mosi_d;
    ss_q <= ss_d;
    data_q <= data_d;
    sck_old_q <= sck_old_d;
end
endmodule
module uart(
   input          clk,
   input          rst_n,
   input          transmit,    
   input    [7:0] data_tx,     
   input          rx,
   output         busy_tx,
   output         recieved,    
   output   [7:0] data_rx,     
   output         tx
);
   reg         recieved;
   reg         tx;
   reg [7:0]   data_rx;  
   reg [3:0]   bitcount_tx;        
   reg [3:0]   bitcount_rx;
   reg [7:0]   shifter_tx;
   reg [7:0]   shifter_rx;
   reg [8:0]  count;
   reg ser_clk;
   wire busy_tx      = |bitcount_tx[3:1];
   wire sending      = |bitcount_tx;
   wire busy_rx      = |bitcount_rx[3:1];
   wire recieving    = |bitcount_rx;
   always @(posedge clk) begin
      if(!rst_n) begin
         ser_clk  <= 0;
         count    <= 0;
      end else begin
         count    <= count + 1;
         ser_clk  <= 0;
         if(count == 9'd434) begin
            count    <= 0;
            ser_clk  <= 1;
         end
      end
   end
   always @ (posedge clk or negedge rst_n) begin
      if(!rst_n) begin
         shifter_rx     <= 0;
         data_rx        <= 0;      
         bitcount_rx    <= 0;
         recieved       <= 0;
      end else begin
         if(ser_clk) begin
            if(!rx & ~busy_rx) begin
               shifter_rx     <= 0;        
               bitcount_rx    <= 8;        
               recieved       <= 0;        
            end
            if(recieving) begin
               shifter_rx     <= {rx,shifter_rx[7:1]};    
               bitcount_rx    <= bitcount_rx - 1;
               if(bitcount_rx == 1) begin
                  data_rx     <= {rx,shifter_rx[7:1]};    
                  recieved    <= 1;
               end
            end
         end
      end
   end
   always @(posedge clk or negedge rst_n) begin
      if (!rst_n) begin
         tx          <= 1;  
         bitcount_tx <= 0;
         shifter_tx  <= 0;
      end else begin  
         if (transmit & ~busy_tx) begin    
            shifter_tx  <= data_tx[7:0];
            bitcount_tx <= 10; 
         end  
         if (sending & ser_clk) begin      
            if(bitcount_tx == 10) begin
               tx <= 0;
            end else begin
               { shifter_tx, tx } <= { 1'h1, shifter_tx };
            end 
            bitcount_tx <= bitcount_tx - 1;
         end        
      end
   end
endmodule
==> ./run.sh <==
#!/bin/bash
# OpenROAD 26Q1-2900-gdf79404cd8, Yosys 0.63+post, stock flow scripts
make -C /OpenROAD-flow-scripts/flow DESIGN_CONFIG=/design/flow/config.mk WORK_HOME=/design/flow/orfs finish
==> ./config.mk <==
export PLATFORM = sky130hd
export DESIGN_NAME = mojo_top
export DESIGN_NICKNAME = mojo_top
export VERILOG_FILES = /design/flow/design.v
export SDC_FILE = /design/flow/constraint.sdc
export NUM_CORES = 4
export LEC_CHECK = 1
export CORE_UTILIZATION = 30
==> ./constraint.sdc <==
current_design mojo_top

set clk_period 574.3
set clk_io_pct 0.2

create_clock -name clk0 -period $clk_period [get_ports {clk}]

set non_clock_inputs [all_inputs -no_clocks]
set_input_delay [expr $clk_period * $clk_io_pct] -clock clk0 $non_clock_inputs
set_output_delay [expr $clk_period * $clk_io_pct] -clock clk0 [all_outputs]
==> flow_summary.toml <==
# generated from flow reports
[outcome]
status = "finished, final reports clean"

[routing]
avgViaCountPerCell = 3.84
antenna_left = 0
initialDrtViolationCount = 9815
via_count = 120033
wirelength_um = 395000
first_pass_iters = 5
post_drt_wl_per_cell_um = 12.6
drc = 0

[critical_path]
r2r_cells = 11
crit_chain = "clkdlybuf4s50_1"
critPathKind = "reg2out"
worstPathRequired_ns = 459.44
reg2reg_from = "spi.done_q"
timing.critical_path.buf_inv = 1
reg2reg_to = "Edge.pixelDelay[1484][2]"
path_max_fanout = 2
cp-start-kind = "flop"
worst_ep_arrival_time_ns = 2.05
cpPeakStageDelay_ns = 0.53
cp-end-kind = "output port"
slowest_stage = "dfstp_2"
cpLargestDelayFamily = "flip-flops"
ff2ff_setup_slack_ns = 565.43

[clock_network]
cts_made_buffers = 1155
clk_latency_ns = 1.05
cts_setup_buffers = 0
h-tree-depth = 7
ctsResizeCount = 0
clock_sinks = 12152
postCtsHoldBufs = 0
cts_tree = "yes"
path_clk_slew_ns = 0.06
clock-root-buffer = "clkbuf_16"
cts_buffer_depth = 5

[synth]
ys_seq_share_pct = 98.8
synthCells = 12693
flop_cell = "edfxtp_1"
ys_ff = 12152
postSynth.asyncResetShare_pct = 0.107
synth_area_sq_mm = 0.369
edf_count = 12114
ys_cells = 12693
ys_area_sq_mm = 0.369
avgSynthCellArea_sq_um = 29.1
ys_types = 58
yosysWarnings = 16

[final_timing]
worst_pin_slew_ns = 0.859
fmax_mhz = 8.55
timing.final.ws_setup_ns = 457.39
rsz0062_at_grt = "no"
fin_crit_ns = 116.91
slew_viol_final = 0
finalSetupTns_ns = 0
hold_viol = 0
finClkSkew_ns = 0.0516
fin_crit_sh_pct = 20.4
slew_headroom_pct = 42.7
holdWs_ns = 0.371
setup_viol = 0

[die]
fp_util_pct = 30.1
rows = 407
fp.dieH_um = 1110
io_pins = 28
chipWidth_um = 1110
core_area_sq_mm = 1.23
die_area_sq_mm = 1.23

[hold_path]
worstHoldStart = "Edge.pixelDelay[506][3]"
worstHoldEndpoint = "Edge.pixelDelay[507][3]"
whs_path_depth = 0
hold_class = "reg2reg"

[layout]
area_growth_pct = 15.9
final_cells = 31266
drive_gt1_share_pct = 12.1
fillers = 109852

[job]
max_cap_viol_count = 0
warning_count = 103

[placed_design]
place_congestion = 0.768
place_inst = 29235
place_ws_ns = 457.75
portBuffers = 6
hpwl_um = 152000

[power]
vdd_drop_max_uv = 2.67
p_per_area_mw_per_mm2 = 3.96
p_leak_uw = 0.0904
finalPower_uw = 1690

[global_route]
grt_pass1_wl_um = 649000
antenna_found_initial = 4
gr-usage-all-layers_pct = 6.79
grt_pass1_vias = 122516
overflow = 0
grt_max_degree = 159
area by class of cell:
cell class | instances | area [sq um] | area share [%]
Multi-Input combinational cell | 436 | 3950 | 0.924
Antenna cell | 1 | 2.50 | 0.000585
Timing Repair Buffer | 187 | 1680 | 0.393
Inverter | 100 | 375 | 0.0877
Tap cell | 16360 | 20500 | 4.79
Sequential cell | 12152 | 365000 | 85.2
Clock buffer | 1418 | 30900 | 7.22
Clock inverter | 612 | 5820 | 1.36
synth_stat cells, drive strengths merged, types with 2 or more instances:
master / number / area, sq um
dfrtp: 12 / 300
o21bai: 3 / 22.5
and2: 7 / 43.8
nand4: 5 / 31.3
nor3b: 3 / 22.5
a21boi: 3 / 22.5
dfxtp: 25 / 500
inv: 100 / 375
a221o: 2 / 20.0
nand3: 4 / 20.0
o21a: 11 / 82.6
nand2: 25 / 101
a21oi: 30 / 210
ha: 83 / 1040
nand2b: 3 / 18.8
mux2i: 40 / 400
fa: 27 / 541
o211ai: 2 / 20.0
and3: 2 / 12.5
o32ai: 2 / 32.5
o22ai: 3 / 18.8
a221oi: 8 / 70.1
nor3: 2 / 10.0
o311a: 2 / 20.0
or3: 2 / 12.5
o31ai: 5 / 88.8
xnor2: 19 / 166
mux2: 15 / 169
o21ai: 16 / 80.1
nor2b: 11 / 76.3
and2b: 2 / 15.0
xor2: 22 / 193
nand3b: 5 / 37.5
a21o: 9 / 68.8
buf: 18 / 130
nor2: 40 / 150
a31oi: 3 / 18.8
edfxtp: 12114 / 364000
sequential cells by signal, summed over array words and instances (netlist names), 6 cells and up:
register          flops
Edge.PixelOut         8
Edge.horz_middle      6
Edge.pixelDelay   12066
Edge.vert_middle      6
spi.data_q            8
spi.dout_q            6
uart.count            9
uart.shifter_tx       8
stage by stage:
stage          instance area (sq um)  util (%)
2_1_floorplan                 369000         -
6_report                      428000      34.9
3_5_place_dp                  391000      31.9
5_1_grt                       428000      34.9
3_3_place_gp                  391000      31.9
4_1_cts                       428000      34.9
power by group:
part	internal (uW)	switching, uW
Combinational	0.112	0.129
Clock	425	308
Sequential	960	0.0671
worst max path at each step:
stage	startpoint	depth (start not counted)	slack, ns	endpoint
6_report	uart.tx	1	457.39	uart_tx
5_1_grt	uart.tx	1	457.27	uart_tx
4_1_cts	uart.tx	1	457.24	uart_tx
per-layer routing:
layer | track usage [%] | vias up | wire length [um]
met2 | 7.30 | 4219 | 139000
met5 | 0.0152 | - | 0
li1 | - | 54394 | -
met1 | 10.9 | 60426 | 184000
met4 | 2.12 | 0 | 12800
met3 | 5.30 | 994 | 59200
kinds of logic after synthesis:
family	Yosys count	share of synthesized area, %
AND/OR/NAND/NOR	115	0.162
multiplexers	55	0.154
flip-flops	12152	98.8
buffers and inverters	118	0.137
adder cells (fa/ha/maj)	110	0.428
XOR/XNOR	41	0.0973
other	1	0.00102
AND-OR/OR-AND	101	0.215
layout by cell type (no fill, tap or decap), drive strengths merged, types with 8 or more instances in the layout:
cell type | synthesis | routed
xor2 | 22 | 22
a221oi | 8 | 8
a21oi | 30 | 30
dfxtp | 25 | 25
dfrtp | 12 | 12
conb | 1 | 14
edfxtp | 12114 | 12114
o21a | 11 | 11
o21ai | 16 | 16
clkinv | 0 | 443
ha | 83 | 83
nand2 | 25 | 25
clkinvlp | 0 | 22
nor2 | 40 | 40
bufinv | 0 | 93
clkbuf | 0 | 1418
fa | 27 | 27
mux2i | 40 | 40
mux2 | 15 | 15
a21o | 9 | 9
inv | 100 | 154
xnor2 | 19 | 19
nor2b | 11 | 11
buf | 18 | 181
Power is estimated from default activity; no workload was simulated.
