$ cat flow/config.mk
export PLATFORM = sky130hd
export DESIGN_NAME = ram
export DESIGN_NICKNAME = ram
export VERILOG_FILES = /design/flow/design.v
export SDC_FILE = /design/flow/constraint.sdc
export NUM_CORES = 4
export LEC_CHECK = 1
export CORE_UTILIZATION = 40
$ cat flow/constraint.sdc
current_design ram

set clk_period 10.8
set clk_io_pct 0.2

create_clock -name clk0 -period $clk_period [get_ports {clk}]

set non_clock_inputs [all_inputs -no_clocks]
set_input_delay [expr $clk_period * $clk_io_pct] -clock clk0 $non_clock_inputs
set_output_delay [expr $clk_period * $clk_io_pct] -clock clk0 [all_outputs]
$ cat flow/design.v
module ram(
   input                clk,
   input       [7:0]    address_in,
   input       [7:0]    data_in, 
   input                write_enable,
   input       [7:0]    address_out,
   output      [7:0]    data_out
);
   reg [7:0] memory [0:255];
   always @(posedge clk) begin
      if (write_enable) begin
         memory[address_in] <= data_in;
      end
   end
   assign data_out = memory[address_out];
endmodule
$ cat flow/run.sh
#!/bin/bash
# OpenROAD 26Q1-2900-gdf79404cd8, Yosys 0.63+post, stock flow scripts
make -C /OpenROAD-flow-scripts/flow DESIGN_CONFIG=/design/flow/config.mk WORK_HOME=/design/flow/orfs finish
==> flow_summary.rst <==
Metrics
=======

.. list-table::
   :header-rows: 1

   * - Metric
     - Value
   * - Setup repair after global routing missed its margin
     - false
   * - Initial antenna violation count
     - 1
   * - Final period utilization
     - between 80% and 90%
   * - Number of warnings the tools reported
     - 29
   * - Vias in the first global route
     - between 40000 and 50000
   * - Placed Area
     - 82800 um^2
   * - Number of iterations in the first detailed-routing pass
     - 5
   * - Slew of the pin with the lowest slew margin
     - 1.13 ns
   * - Count of instantiated cells in the yosys netlist
     - 3725
   * - I/O pin total
     - 34
   * - Hold Path Depth
     - 1
   * - Root buf cell
     - sky130_fd_sc_hd__clkbuf_16
   * - GP Congestion
     - between 0.8 and 0.9
   * - Placed wire-length estimate
     - 119000 um
   * - Element type at the critical path end
     - output port
   * - Post-synthesis instance area
     - 79400 um^2
   * - Final setup viols
     - 0
   * - Commonest flop
     - sky130_fd_sc_hd__edfxtp_1
   * - WL/cell
     - ~29 um
   * - Headroom to the max-slew limit
     - 24.2%
   * - WP data required
     - 8.64 ns
   * - Die Footprint
     - 200000 um^2
   * - Worst vdd ir
     - approximately 0.18 mV
   * - Total Negative Setup Slacks
     - 0 ns
   * - Average footprint of a synthesized cell
     - 21.3 um^2
   * - Fraction of final layout cells sized beyond drive strength 1
     - 22.2%
   * - WHS Endpoint
     - memory[197][6]$_DFFE_PP_
   * - Synth-to-layout area growth
     - 12.1%
   * - Worst hold-check path type
     - in -> reg
   * - Total count of hold-check failures in the final report
     - 0
   * - Power per standard cell area
     - 182 nW/um^2
   * - Area share of the leading cell type in the synthesized netlist
     - 77.5%
   * - Flip-flop count of the largest register, all copies and words added
     - 2048
   * - Port bufs
     - 33
   * - CTS-repair resized insts
     - 0
   * - Maximum buffer depth of the clock tree
     - 3
   * - Count of vias placed by the detailed router
     - 37700
   * - Min Clock Period, post-route
     - approximately 9 ns
   * - Final slew viol count
     - 0
   * - Kind of start point of the critical path
     - input pin
   * - Synthesized chip area reported by yosys
     - 79400 um^2
   * - Count of cell types in the netlist
     - 54
   * - Register with the most flip-flops
     - memory
   * - Most area-consuming cells after synthesis
     - sky130_fd_sc_hd__edfxtp_1 (77%), sky130_fd_sc_hd__mux4_2 (13%), sky130_fd_sc_hd__mux2i_1 (1.7%), sky130_fd_sc_hd__nor2_1 (1.3%), sky130_fd_sc_hd__a22oi_1 (1.3%)
   * - Number of synthesized flops with an enable pin
     - 2048
   * - Clock transition at path regs
     - 0.06 ns
   * - Core Region
     - 197000 um^2
   * - Highest achievable clock rate
     - 0.110 GHz
   * - Leak
     - 0.0271 uW
   * - Number of nets with antenna violations after routing
     - 0
   * - Post-placement setup slack
     - 1.66 ns
   * - CTS Buf Count
     - 203
   * - Overall fraction of global-route tracks in use
     - 21.7%
   * - Effective utilization at floorplan
     - 40.3%
   * - Post-route standard cell area excluding fillers
     - 89000 um^2
   * - Drc violations
     - 0
   * - H-tree depth
     - 4
   * - Synthesized flop and latch total
     - just over 2000
   * - Commonest non-fill, non-tap cell in the layout
     - sky130_fd_sc_hd__edfxtp_1
   * - Worst hold path startpoint
     - data_in[6]
   * - Width of the chip
     - about 450 um
   * - First-pass GRT wire length
     - ~280000 um
   * - Post-cts hold-fix buffer tally
     - 0
   * - Vertical die dimension
     - 448 um
   * - CTS tree
     - built
   * - Iteration-0 DRC count of the detailed router
     - 2647
   * - Outcome
     - complete, no violations
   * - Type of the worst setup path
     - in -> out
   * - Highest-count cells in the layout ignoring fill and taps
     - sky130_fd_sc_hd__edfxtp_1 (2048), sky130_fd_sc_hd__mux4_2 (454), sky130_fd_sc_hd__nor2_1 (279)
   * - Setup bufs post-CTS
     - 0
   * - Smallest setup slack after layout
     - 1.71 ns
   * - Proportion of register bits with asynchronous set or reset after synthesis
     - 0%
   * - Gr ovfl total
     - 0
   * - Vias per Instance
     - 5.66
   * - CP Max Fanout
     - approximately 86
   * - Total of warnings raised by yosys
     - 1
   * - Instance tally after logic synthesis
     - 3725
   * - Registers with the most flip-flops
     - memory (2048)
   * - Std cell rows
     - 163
   * - Routed wire length
     - 194000 um
   * - Reported max-cap violation count
     - 0
   * - Pin count of the biggest net entering global routing
     - about 100
   * - Sequential share of the synthesized area
     - 77.5%
   * - Post-synthesis cell type with the largest combined area
     - sky130_fd_sc_hd__edfxtp_1
   * - Clock tree sinks
     - 2048
   * - Worst EP arrival
     - 6.93 ns
## worst max-delay path by stage
stage | from | endpoint | slack, ns | depth (start not counted)
5_1_grt | address_out[1] | data_out[7] | 1.61 | 11
6_report | address_out[1] | data_out[7] | 1.71 | 11
4_1_cts | address_out[2] | data_out[7] | 1.68 | 11
## layout make-up
| class | instances | area, um^2 |
|---|---|---|
| fillers | 16200 | 108000 |
| flip-flops and latches | 2048 | 61500 |
| multi-input cells | 1442 | 16500 |
| clock buffers | 258 | 5350 |
| well taps | 2640 | 3300 |
| repair buffers | 171 | 1510 |
| clock inverters | 106 | 840 |
| inverters | 2 | 7.51 |
| diodes | 1 | 2.50 |
## worst max-delay path, stage by stage
cell and delay (ns):
sky130_fd_sc_hd__buf_8 0.47, sky130_fd_sc_hd__buf_12 0.49, sky130_fd_sc_hd__nand3b_1 0.73, sky130_fd_sc_hd__o22ai_1 0.22, sky130_fd_sc_hd__o21ai_0 0.38, sky130_fd_sc_hd__nand3_1 0.30, sky130_fd_sc_hd__nor4_1 0.95, sky130_fd_sc_hd__buf_4 0.25
sky130_fd_sc_hd__nor4_1 0.13, sky130_fd_sc_hd__buf_4 0.24, sky130_fd_sc_hd__clkdlybuf4s50_1 0.39
## kinds of logic after synthesis
family / Yosys count / synth area share [%]
AND/OR/NAND/NOR: 466 / 2.63
flip-flops: 2048 / 77.5
buffers and inverters: 235 / 1.83
AND-OR/OR-AND: 385 / 3.43
multiplexers: 591 / 14.6
## through the flow
| step | std cells | util, % | hold WS (ns) | power [uW] |
|---|---|---|---|---|
| floorplan | 3725 | - | 2.26 | 9360 |
| global placement | 6303 | 42.0 | 2.61 | 9740 |
| detailed placement | 6303 | 42.0 | 2.63 | 9740 |
| CTS | 6667 | 45.1 | 1.72 | 16300 |
| global route | 6667 | 45.1 | 1.75 | 16600 |
| finish | 6668 | 45.1 | 1.76 | 16200 |
## synth_stat cells, types with 13 or more instances
library cell               number
sky130_fd_sc_hd__a211oi_1      16
sky130_fd_sc_hd__o221ai_1      46
sky130_fd_sc_hd__nor3_1        22
sky130_fd_sc_hd__buf_1         22
sky130_fd_sc_hd__nand3_1       34
sky130_fd_sc_hd__mux4_2       454
sky130_fd_sc_hd__nand2_1       33
sky130_fd_sc_hd__a22oi_1      133
sky130_fd_sc_hd__nor2b_1       31
sky130_fd_sc_hd__buf_6         21
sky130_fd_sc_hd__edfxtp_1    2048
sky130_fd_sc_hd__buf_4         27
sky130_fd_sc_hd__nor4_1        24
sky130_fd_sc_hd__buf_8         13
sky130_fd_sc_hd__nor2_1       282
sky130_fd_sc_hd__buf_2         31
sky130_fd_sc_hd__o22ai_1       28
sky130_fd_sc_hd__clkbuf_1     111
sky130_fd_sc_hd__mux2i_1      134
sky130_fd_sc_hd__a21oi_1       96
sky130_fd_sc_hd__a221oi_1      13
## per-layer routing
layer | GRT usage (%) | vias up | share of wire [%]
met5 | 0.708 | - | 0.091
met4 | 4.66 | 4 | 2.8
met3 | 14.3 | 307 | 15
met2 | 32.7 | 2102 | 49
met1 | 27.7 | 19300 | 34
li1 | - | 16000 | -
## where the power goes
| part | switching [uW] | internal (uW) |
|---|---|---|
| clock network | 2900 | 3700 |
| logic | 521 | 274 |
| registers | 3.40 | 8760 |
Power is estimated from default activity; no workload was simulated.
